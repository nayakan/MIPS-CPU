--- flow/config.mk ---
export PLATFORM = sky130hd
export DESIGN_NAME = MIPSDM
export DESIGN_NICKNAME = MIPSDM
export VERILOG_FILES = /design/flow/design.v
export SDC_FILE = /design/flow/constraint.sdc
export NUM_CORES = 4
export LEC_CHECK = 1
export CORE_UTILIZATION = 50
export SYNTH_MEMORY_MAX_BITS = 65536
--- flow/constraint.sdc ---
current_design MIPSDM

set clk_period 113.8
set clk_io_pct 0.2

create_clock -name clk0 -period $clk_period [get_ports {clock}]

set non_clock_inputs [all_inputs -no_clocks]
set_input_delay [expr $clk_period * $clk_io_pct] -clock clk0 $non_clock_inputs
set_output_delay [expr $clk_period * $clk_io_pct] -clock clk0 [all_outputs]
--- flow/design.v ---
module MIPSDM(Write_data,Read_data,Mem_write, Mem_read,DMaddress,clock, SWdata); 
	input[31:0]DMaddress,Write_data;
	input Mem_write,Mem_read,clock;
	output[31:0]Read_data;
	reg[31:0]Read_data; 
	reg[31:0]MIPSDM[511:0]; 
	output reg[31:0] SWdata;
	initial begin 
		MIPSDM[5] <= 7; 
	end
	always @( negedge clock)
	begin
		if(Mem_read && !Mem_write) Read_data<=MIPSDM[DMaddress]; 
	end
	always @(posedge clock)
	begin
		if(Mem_write && !Mem_read ) MIPSDM[DMaddress]<=Write_data; SWdata <= MIPSDM[DMaddress]; 
	end
endmodule
--- flow/run.sh ---
#!/bin/bash
# OpenROAD 26Q1-2900-gdf79404cd8, Yosys 0.63+post, stock flow scripts
make -C /OpenROAD-flow-scripts/flow DESIGN_CONFIG=/design/flow/config.mk WORK_HOME=/design/flow/orfs finish
==> results.txt <==
The synthesis and place-and-route flow finished, so here is a summary.

The run finished with clean final reports. The final worst hold slack is 1240 ps. The post-layout utilization of the core is 57.2%. The combinational share of power is 4.6%.

The mean routed wirelength per cell came out at 37.8 µm. The final wirelength is 1840000 µm. The number of register bits inferred by synthesis is 16448. The core footprint is 1250000 µm². The maximum root-to-sink buffer count came out at 6. The initial antenna violation count was 181. For reference, the top cells by area after synthesis are edfxtp_1 79%, mux4_2 12%, mux2i_1 3.0%, a22oi_1 0.75%, mux2_2 0.63%. The required time of the critical path is 57840 ps.

The report lists the power per cell area as 17.7 nW/µm². The power dissipated by switching net loads came out at 2.65 mW. The commonest register cell is edfxtp_1. The peak per-stage delay on the critical path came out at 810 ps.

The switching power as a share of total power is 21.1%. Measured along the x axis, the die boundary spans 1120 µm. The critical path in this run is classified as primary input to flop. The clock latency of the later-clocked register in the worst-skew pair is 1400 ps. STA lists the maximum fanout along the critical path as 33.

The number of max-cap violations is 0. TritonCTS built the clock tree. The post-CTS setup buffer count came out at 0.

The final setup violation count is 0. Looking at the reg2reg group, the worst path ends at Read_data[17]. The first-pass iteration count of the detailed router came out at 6.

For this design the static power due to leakage is 225 nW. The destination of the critical timing path is Read_data[20]. After clock tree synthesis, the repair step resized 0 gates. The post-synth area from yosys stat came out at 625000 µm².

STA lists the startpoint of the worst register-to-register path as MIPSDM[502][17]. The post-DP HPWL is 1080000 µm. The global placement routability congestion is 0.921. The total number of vias came out at 304046. The worst-case register-to-register setup slack is 51410 ps.

Per report_power, the sequential group accounts for 53.0% of the total. The synthesized design spends more area on one cell type than any other, namely edfxtp_1. The number of buffers inserted by hold repair at cts came out at 0. The pin closest to its max-slew limit shows a slew of 1280 ps. The number of enable flip-flop cells is 16416. Warnings raised by the tools during the run amount to 92.

The launch point of the critical path was reported as DMaddress[0]. The critical path goes through buf_16, buf_4, buf_4, buf_4, buf_4, buf_4, buf_4, buf_4, buf_4, buf_4, buf_4, mux4_2, mux4_2, a21oi_1, nand4_1, buf_4, or4_1. The fraction of layout cells with a size suffix above 1 came out at 27.2%. Yosys mapped the design onto 69 distinct sky130hd cell types.

The number of warnings issued by yosys is 1. STA classifies the critical path endpoint as a flop. The post-synth design cell area came out at 625000 µm². By count the netlist is led by 16416 x edfxtp_1, 3386 x mux4_2, 1898 x mux2i_1. The overall fraction of global-route tracks in use is 33.4%. The cell occurring most often along the worst timing path is buf_4. Per the post-synthesis stats, the area per cell is 22.3 µm².

Setup repair after global routing left no endpoint under its margin. The final power report lists total power as 12.6 mW. The number of DRC violations after detailed routing is 0.

The internal power of the cells totals 9.94 mW. The CTS sink count is 16448. The count of final max-slew check failures is 0.

During placement, the flow inserted port buffers numbering 107. For this design the top-level I/O count stands at 131. The H-tree was split into 7 levels. The maximum vdd drop came out at 0.0144 mV. The remaining antenna violation count after routing is 0. The core utilization at floorplan came out at 50.2%.

The overall die area is 1260000 µm². The residual overflow from global routing is 0. The number of cells in the yosys synthesis report came out at 28079. The library cell with the highest instance count after synthesis is edfxtp_1.

The clock network power share came out at 42.4%. The vertical die size is 1120 µm. The worst relative slew slack came out at 13.9%.

The fraction of synthesis flops using an asynchronous set or reset pin came out at 0%. The share of the synthesized area in the top cell type came out at 78.8%. The number of global-route vias before repair is 333662. The classification of the worst-slack hold path is flop to flop.

The violation count after the first detailed-route iteration came out at 20631. The number of standard cells after synthesis came out at 28079. The post-CTS clock slew at the launch and capture registers of the worst setup and hold paths came out at 60 ps. The number of hold-slack violations in the final timing report came out at 0. The largest individual stage delay along the critical path comes from the cell or4_1. The final-layout setup total negative slack is 0 ps.

Data arrives at the worst endpoint at 32520 ps. The nature of the critical path startpoint is a primary input. CTS placed an instance of clkbuf_16 at the clock tree root. Measured in cells, the most critical reg-to-reg path has a length of 6. The initialized floorplan defines 410 standard-cell rows. The total clock buffers created by CTS is 1719. The cell area after layout is 713000 µm². The area growth from synthesis to layout is 14.1%. The pin count of the biggest net entering global routing came out at 126. The cell area reported after detailed placement came out at 659000 µm².

Per the detail_route report, vias per standard cell equal 6.26. The first global-routing pass estimated 2540000 µm of wire. The final worst clock skew came out at 146 ps. The share of the Yosys chip area taken by registers is 78.9%.
power by group through the flow:
stage / clock (mW) / sequential [mW] / combinational (mW)
global route: 5.64 / 6.67 / 0.618
finish: 5.34 / 6.67 / 0.585
CTS: 5.40 / 6.67 / 0.582
layer usage:
layer | vias up | share of wire, % | GRT usage, %
met4 | 198 | 5.1 | 12.6
met5 | - | 0.44 | 5.36
met1 | 152406 | 27 | 37.3
met3 | 3489 | 23 | 32.5
li1 | 124403 | - | -
met2 | 23550 | 44 | 43.9
final cells by class:
| type | instances | area, µm² |
|---|---|---|
| fillers | 87801 | 533000 |
| repair buffers | 1885 | 15000 |
| clock inverters | 992 | 7950 |
| multi-input cells | 9972 | 130000 |
| inverters | 33 | 140 |
| well taps | 16480 | 20600 |
| diodes | 639 | 1600 |
| flip-flops and latches | 16448 | 494000 |
| clock buffers | 2092 | 45000 |
cell usage in the layout, fill, tap and decap left out, drive strengths merged, types with 96 or more instances in the layout:
cell type	netlist	final
mux4	3386	3386
mux2	349	349
clkinv	1	773
a21oi	393	393
o21ai	663	663
nor2	605	605
edfxtp	16416	16416
a211oi	96	96
mux2i	1898	1898
nand3	152	152
o22ai	626	626
buf	878	1818
a22oi	627	627
nand2	309	309
clkbuf	747	2092
diode	0	639
bufinv	0	129
kinds of logic (layout without fill, tap and decap cells):
family / after synthesis / count (layout) / synth area share, %
AND-OR/OR-AND: 2846 / 2846 / 2.93
buffers and inverters: 1659 / 5002 / 1.16
flip-flops: 16448 / 16448 / 78.9
multiplexers: 5633 / 5633 / 15.9
other: 0 / 639 / 0
AND/OR/NAND/NOR: 1493 / 1493 / 1.13
per-stage QoR:
| stage | setup WS (ps) | std cells |
|---|---|---|
| 2_1_floorplan | 30880 | 28079 |
| 3_3_place_gp | 23510 | 44819 |
| 3_5_place_dp | 23530 | 44819 |
| 4_1_cts | 24940 | 47902 |
| 5_1_grt | 24420 | 48414 |
| 6_report | 25320 | 48541 |
critical path, delay by kind of cell:
family | cells | cell delay, ps
and+or+nand+nor | 2 | 1000
AOI/OAI and AO/OA | 1 | 640
muxes | 2 | 1230
buffers and inverters | 12 | 6620
worst min path at each step:
| stage | from | endpoint | slack [ps] | cells past startpoint |
|---|---|---|---|---|
| finish | MIPSDM[396][29] | SWdata[29] | 1240 | 5 |
| global route | MIPSDM[396][29] | SWdata[29] | 1240 | 5 |
| CTS | MIPSDM[399][29] | SWdata[29] | 1210 | 5 |
flip-flops by register name, summed over array words and instances, names as in the netlist:
name and count:
Read_data 32, SWdata 32, MIPSDM 16384
No activity file was given, so power comes from the tool's default toggle rates.
