File: /design/flow/config.mk
export PLATFORM = sky130hd
export DESIGN_NAME = MIPSPC
export DESIGN_NICKNAME = MIPSPC
export VERILOG_FILES = /design/flow/design.v
export SDC_FILE = /design/flow/constraint.sdc
export NUM_CORES = 4
export LEC_CHECK = 1
export CORE_UTILIZATION = 40
File: /design/flow/constraint.sdc
current_design MIPSPC

set clk_period 6.0
set clk_io_pct 0.2

create_clock -name clk0 -period $clk_period [get_ports {clock}]

set non_clock_inputs [all_inputs -no_clocks]
set_input_delay [expr $clk_period * $clk_io_pct] -clock clk0 $non_clock_inputs
set_output_delay [expr $clk_period * $clk_io_pct] -clock clk0 [all_outputs]
File: /design/flow/design.v
module MIPSPC(PCreset, clock, PCin, PCout, Address); 
	input clock, PCreset;
	input [31:0] PCin;
	output reg[31:0]Address;  
	output reg [31:0] PCout;
	always @(posedge clock) 
	begin 
		if (PCreset) 
			PCout <= 0;
		else 
			PCout <= PCin+1 ;
			Address <= PCin+1; 
	end
endmodule
File: /design/flow/run.sh
#!/bin/bash
# OpenROAD 26Q1-2900-gdf79404cd8, Yosys 0.63+post, stock flow scripts
make -C /OpenROAD-flow-scripts/flow DESIGN_CONFIG=/design/flow/config.mk WORK_HOME=/design/flow/orfs finish
==> impl_metrics.py <==
# Metrics from the implementation run
metrics = {
    "route": {
        "post-route-drc-count": 0,
        "routed-via-count": 1914,
        "drt-pass1-iter-count": 4,
        "dr.first_iter.drc_count": 75,
        "n_antenna_cell": 0,
        "avg_vias_per_cell": 4.726,
        "ant_nets": 0,
        "avgRoutedWirePerCell_um": 12.80,
        "routed_wl_mm": 5.184,
    },
    "logic_synthesis": {
        "synth_cells": 226,
        "logic_family": "simple AND/OR/NAND/NOR gates",
        "yosysUniqueCellTypes": 27,
        "simple_gate_area_share_pct": 25.15,
        "ys_sh_adder_pct": 0.5385,
        "synth.mux.area_fraction_pct": 5.331,
        "post_synth_xor_area_fraction_pct": 8.670,
        "synth-area-yosys_sq_um": 2323,
        "synth-seq-cells": 64,
        "synth_compound_gate_area_share_pct": 3.231,
        "synth.yosys.seq_area_share_pct": 55.14,
        "ys_warn_count": 1,
        "synth.yosys.num_cells": 226,
        "synthesis.area_per_instance_sq_um": 10.28,
        "synth_area_sq_um": 2323,
    },
    "critical_path": {
        "worst_ep_arrival_time_ns": 3.43,
        "worst_path_most_repeated_cell": "nand4_1",
        "worst_path_max_delay_cell": "nor4_4",
        "cp_data_required_time_ns": 6.22,
        "cp-start-kind": "primary input",
        "path_cells": "clkdlybuf4s50_1 > nand4_1 > nor4_4 > nand4_1 > mux2_2",
        "crit_type": "in -> reg",
        "timing.critical_path.slowest_cell_delay_ns": 0.70,
        "critical_path_buf_inv_count": 1,
        "setup.worst_path.end_class": "register",
        "worstPathMaxFanout": 11,
        "cpLargestDelayFamily": "simple AND/OR/NAND/NOR gates",
    },
    "global_route": {
        "grt.total_usage_pct": 18.36,
        "antenna_violations_before_repair": 0,
        "grt_first_pass_wirelength_mm": 8.535,
        "grt-ovfl-total": 0,
        "maximum_number_of_pins_on_one_net_before_global_route_repair": 44,
        "first_global_vias": 1772,
    },
    "layout": {
        "mi_logic_area_sq_um": 997.2,
        "post_route_cells_drive_above_1_share_pct": 8.408,
        "number_of_filler_cells_placed_in_the_layout": 476,
        "layout.area.seq_sq_um": 1281,
        "post_route_insts_no_fill": 405,
        "layout-area-overhead-vs-synth_pct": 52.29,
    },
    "sta": {
        "fin_setup_tns_ns": 0,
        "setup-violations-final": 0,
        "fin_crit_sh_pct": 53.52,
        "worst_slew_margin_relative_to_its_limit_pct": 61.08,
        "final_critical_path_setup_slack_ns": 2.789,
        "hold_slack_ns": 1.497,
        "tightest_slew_ns": 0.5794,
        "grt_setup_unrepaired": "no",
        "max_freq_mhz": 311.4,
        "report.final.slew_viol_count": 0,
        "report.final.hold_viol_count": 0,
        "final.min_clock_period_ns": 3.211,
    },
    "power_and_ir_drop": {
        "p_int_uw": 715.0,
        "power.total_uw": 905.0,
        "cellLeakagePower_uw": 0.001376,
        "clock_power_share_pct": 37.4,
        "switching_power_uw": 190.0,
        "power_density_nw_per_um2": 255.8,
        "seq_power_share_pct": 50.5,
        "peakVddDrop_mv": 0.1521,
        "power.switching_fraction_pct": 21.00,
        "power_frac_comb_pct": 12.2,
    },
    "clock_tree": {
        "post-cts-setup-buffer-count": 0,
        "cts-htree-levels": 3,
        "clock_tree.buffer_depth": 2,
        "tritoncts": "yes",
        "cts_inserted_buffers": 9,
        "cts_root_buf": "clkbuf_8",
        "clock-sinks": 64,
        "cts_hold_buf": 0,
        "clkSlewWorstSetupHoldPaths_ns": 0.06,
        "ctsResizeCount": 0,
    },
    "die": {
        "die_y_um": 78.22,
        "chipArea_sq_um": 6118,
        "fp_util_pct": 41.94,
        "placementRows": 27,
        "ios": 98,
        "die.size.x_um": 78.22,
        "fp.coreArea_sq_um": 5540,
    },
    "job": {
        "max_cap_viol_count": 0,
        "number_of_logged_tool_warnings": 26,
    },
    "hold_path": {
        "hold_class": "in -> reg",
    },
    "run_status": {
        "run_status": "complete, no violations",
    },
    "place": {
        "detailedPlace.worstSlack_ns": 2.457,
        "dp_hpwl_mm": 3.709,
        "placedCellCount": 389,
        "count_of_buffers_inserted_at_the_top_level_ports": 97,
        "gp_routability_congestion": 0.8417,
    },
}
[registers in the layout, summed over array words and instances, names as in the netlist]
register,count
Address,32
PCout,32
[cells by family after synthesis]
kind of cell	after synthesis
fa+ha+maj	1
simple gates	103
buf+inv	10
flops	64
xor+xnor	23
compound gates	14
mux	11
[power by group through the flow]
stage,Clock [uW],Sequential [uW],Combinational (uW)
after global routing,368,459,121
after CTS,348,457,111
final,338,457,110
[worst paths after layout]
path | from | to | depth (start not counted)
worst min-delay path | PCin[31] | Address[31]$_DFF_P_ | 2
worst max-delay path | PCin[2] | PCout[29]$_SDFF_PP0_ | 5
[cell usage in the layout, fill, tap and decap left out, types with 7 or more instances in the layout]
cell type,n
clkdlybuf4s50_1,97
dfxtp_1,64
nor2b_1,24
nor2_1,16
nand2_1,15
xnor2_1,14
nand3_1,12
mux2_2,11
nand4_1,9
xor2_1,9
clkbuf_8,9
a21oi_1,7
[cell type report]
| cell class | instances | share of cell area (%) |
|---|---|---|
| Clock buffer | 12 | 3.819 |
| Inverter | 3 | 0.3182 |
| Sequential cell | 64 | 36.21 |
| Clock inverter | 4 | 1.273 |
| Timing Repair Buffer | 98 | 27.65 |
| Multi-Input combinational cell | 152 | 28.18 |
| Tap cell | 72 | 2.546 |
[synth_stat cells]
cell type	instances	area share [%]
or4_1	2	0.65
nor2_1	16	2.6
nor4_4	1	0.92
nor2b_1	24	6.5
clkbuf_1	5	0.81
nand3_2	1	0.43
and2_1	4	1.1
o31ai_1	2	0.65
o21ai_0	5	1.1
mux2_2	11	5.3
xnor2_1	14	5.3
nand3_1	12	2.6
a21oi_1	7	1.5
ha_1	1	0.54
buf_1	1	0.16
nand2_1	15	2.4
and4_1	4	1.5
inv_1	3	0.48
and3_1	3	0.81
or3_1	6	1.6
or4_4	1	0.48
buf_6	1	0.48
nor4_1	2	0.54
nand4_1	9	2.4
xor2_1	9	3.4
nor3_1	3	0.65
dfxtp_1	64	55
[per-stage QoR]
| stage | instance area [sq um] | utilization, % |
|---|---|---|
| floorplan | 2323 | - |
| global placement | 3358 | 60.61 |
| detailed placement | 3358 | 60.61 |
| CTS | 3538 | 63.87 |
| global route | 3538 | 63.87 |
| finish | 3538 | 63.87 |
[metal layers]
metal  track usage (%)  part of all wire (%)  vias to the layer above
li1                  -                     -                      980
met1             28.50                    48                      843
met2             27.37                    44                       77
met3             3.542                   5.7                       14
met4             4.074                   2.5                        0
met5                 0                     0                        -
