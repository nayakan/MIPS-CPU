==> design/flow/design.v <==
module MIPSMUX0(offset, PCplus1,AluZeroOP,branch,Mux0Out); 
	input[31:0]offset,PCplus1;
	input AluZeroOP, branch;
	wire Mux0Sel;
	output reg[31:0]Mux0Out;
	assign Mux0Sel = branch & AluZeroOP; 
	always@(Mux0Sel, offset, PCplus1) 
	begin
		case(Mux0Sel)
			0:Mux0Out <= PCplus1; 
			1:Mux0Out = offset + PCplus1;
		endcase 
	end 
endmodule
module MIPSMUX1(Mux1In0,Mux1In1,Mux1Sel,Mux1Out); 
	input[4:0]Mux1In0,Mux1In1;
	input Mux1Sel;
	output reg[4:0]Mux1Out;
	always@(Mux1Sel, Mux1In1, Mux1In0) 
	begin
		case(Mux1Sel)
			0:Mux1Out <= Mux1In0;
			1:Mux1Out <= Mux1In1; endcase
	end 
endmodule
module MIPSMUX2(Mux2In0,Mux2In1,Mux2Sel,Mux2Out); 
	input[31:0]Mux2In0,Mux2In1;
	input Mux2Sel;
	output reg[31:0]Mux2Out;
	always@(Mux2Sel, Mux2In1, Mux2In0) 
	begin
		case(Mux2Sel)
			0:Mux2Out <= Mux2In0;
			1:Mux2Out <= Mux2In1; endcase
	end 
endmodule
module MIPSMUX3(Mux3In0,Mux3In1,Mux3Sel,Mux3Out, RV); 
	input[31:0]Mux3In0,Mux3In1;
	input Mux3Sel;
	output reg[31:0]Mux3Out, RV;
	always@(Mux3Sel, Mux3In1, Mux3In0) 
	begin
		case(Mux3Sel)
			0:begin Mux3Out <= Mux3In0;
					RV <= Mux3In0; end
			1:begin Mux3Out <= Mux3In1;
					RV <= Mux3In1; end
		endcase 
	end 
endmodule
==> design/flow/run.sh <==
#!/bin/bash
# OpenROAD 26Q1-2900-gdf79404cd8, Yosys 0.63+post, stock flow scripts
make -C /OpenROAD-flow-scripts/flow DESIGN_CONFIG=/design/flow/config.mk WORK_HOME=/design/flow/orfs finish
==> design/flow/config.mk <==
export PLATFORM = sky130hd
export DESIGN_NAME = MIPSMUX0
export DESIGN_NICKNAME = MIPSMUX0
export VERILOG_FILES = /design/flow/design.v
export SDC_FILE = /design/flow/constraint.sdc
export NUM_CORES = 4
export LEC_CHECK = 1
export CORE_AREA = 10 10 107 107
export DIE_AREA = 0 0 117 117
==> design/flow/constraint.sdc <==
current_design MIPSMUX0

set clk_period 16.9
set clk_io_pct 0.2

create_clock -name clk0 -period $clk_period

set non_clock_inputs [all_inputs -no_clocks]
set_input_delay [expr $clk_period * $clk_io_pct] -clock clk0 $non_clock_inputs
set_output_delay [expr $clk_period * $clk_io_pct] -clock clk0 [all_outputs]
==> summary.rpt <==
FLOW METRICS REPORT
----------------------------------------------------
[Floorplan]
  Chip area ........................ 13,700 um2
  Cell Rows ........................ 35
  Core Density at Floorplan ........................ 0.235
  Die width ........................ 117 um
  IO Pins ........................ 98
  Core Area ........................ 9200 um2
  Die Span Y ........................ 117 um

[Final timing]
  Fmax ........................ 99.2 MHz
  Total Neg Setup Slack ........................ 0 ns
  Final Max-Slew Violation Tally ........................ 0
  Headroom to the max-slew limit ........................ 0.632
  Final Setup Violations ........................ 0
  Final period demand of the worst path ........................ 10.08 ns
  Final count of hold timing violations ........................ 0
  Transition time of the tightest slew-check pin ........................ 0.553 ns
  Final worst path period share ........................ 0.597
  Unrepaired setup endpoints after global routing ........................ false
  Worst hold-check slack ........................ 7.69 ns

[GRT]
  Largest net degree at the start of global routing ........................ 32
  First-pass GRT wire length ........................ 12,500 um
  Global-route met3 utilization ........................ 0.0191
  Total global-route track usage ........................ 0.108
  Grt peak-use layer ........................ met2
  GR Layer Usage met2 ........................ 0.174
  Initial antenna violation count ........................ 0
  Total congestion overflow ........................ 0
  Via count of the first global-routing pass ........................ 2,615
  Met1 track demand over resource ........................ 0.155

[Pwr]
  Switching power ........................ 0.0529 mW
  Worst voltage drop across the vdd grid ........................ 0.0126 mV
  Pint ........................ 0.0582 mW
  Total design power ........................ 0.111 mW
  Seq pwr share ........................ 0
  Leak pwr ........................ 1.33 nW
  Clock Power Share ........................ 0
  Switching portion of total power ........................ 0.476
  Total power density per cell area ........................ 34.4 nW/um2
  Power share of the combinational group ........................ 1.000

[Place]
  HPWL after DPL ........................ 6630 um
  Final weighted congestion in routability-driven placement ........................ 0.873
  Input/output buffers ........................ 98
  Inst Count DP ........................ 535

[Synthesis]
  Share of the synthesized area in the top cell type ........................ 0.180
  Most common library cells after synthesis ........................ 59 x sky130_fd_sc_hd__nand2_1, 38 x sky130_fd_sc_hd__a21oi_1, 35 x sky130_fd_sc_hd__o21ai_0, 31 x sky130_fd_sc_hd__ha_1, 19 x sky130_fd_sc_hd__nor2_1
  Leading cell type by number of instances after synthesis ........................ sky130_fd_sc_hd__nand2_1
  Library cells used by synthesis ........................ 46
  Cell area after synthesis ........................ 2160 um2
  Leading area contributor after synthesis ........................ sky130_fd_sc_hd__ha_1
  Largest cells by area after synthesis ........................ sky130_fd_sc_hd__ha_1 18%, sky130_fd_sc_hd__nand2_1 10%, sky130_fd_sc_hd__a21oi_1 8.8%
  Number of cells in the yosys synthesis report ........................ 341
  Yosys synthesis warning count ........................ 1
  Seq share, synth ........................ 0
  Average instance area after synthesis ........................ 6.34 um2
  Area figure in the yosys stat output ........................ 2160 um2
  Cells after synthesis ........................ 341

[Routing]
  Post-DR vias/cell ........................ 5.01
  Wire length after detailed routing ........................ 7650 um
  Count of TritonRoute iterations in the first routing pass ........................ 6
  Total antenna diodes in the routed design ........................ 0
  DRC errors left ........................ 0
  Count of routing violations after the opening detailed-route iteration ........................ 180
  Post-route ant nets ........................ 0
  DR vias ........................ 2,683
  WL/cell ........................ 14.3 um

[Layout]
  Post-layout util ........................ 0.351
  Count of non-filler cells in the finished layout ........................ 535
  Num sequential ........................ 0
  Number of filler cells placed in the layout ........................ 970
  Footprint of the flip-flops and latches ........................ 0 um2
  Ratio of cells with drive above 1 in the final layout ........................ 0.0236
  Synth-to-Final Area Change ........................ 49.4%
  Number of clock buffers in the layout ........................ 0

[Hold path]
  Hold crit path type ........................ in -> out

[Critical path]
  Cell breakdown of the critical path ........................ clkdlybuf4s50_1, ha_1, fa_1, a21oi_1, o211ai_1, a211oi_2, o41ai_4, a2111oi_2, nand4_1, nand4_1, clkdlybuf4s50_1
  Largest driver fanout on the critical path ........................ 4
  CP Launch Type ........................ primary input
  Worst setup path category ........................ in -> out
  Data arrival time of the worst path ........................ 6.70 ns
  CP max stage delay ........................ 0.57 ns
  Kind of end point of the critical path ........................ output pin
  Data required time at the worst endpoint ........................ 13.52 ns
  CP max-delay cell ........................ sky130_fd_sc_hd__a2111oi_2

[Clock tree]
  PostCTS Resize Cnt ........................ 0
  Hold-fix buffer count after cts ........................ 0
  Setup Fix Bufs, Post-CTS ........................ 0

[Status]
  Result of the run ........................ complete, no violations

[Flow run]
  Number of warnings in the stage logs ........................ 32
  Number of max-cap violations ........................ 0

----------------------------------------------------
-- critical path: cells and delay by family --
kind | cells | cell delay (ns)
buffers and inverters | 2 | 0.89
adder cells (fa/ha/maj) | 2 | 0.63
AND/OR/NAND/NOR | 2 | 0.27
AND-OR/OR-AND | 5 | 1.53
-- per-layer routing --
layer  vias up  part of all wire
li1       1429                 -
met5         -                 0
met2        72              0.44
met4         0            0.0029
met1      1180              0.49
met3         2             0.068
-- placed cells by master (no fill, tap or decap), types with 3 or more instances in the layout --
cell and instances:
sky130_fd_sc_hd__nand2_1 59, sky130_fd_sc_hd__clkdlybuf4s50_1 98, sky130_fd_sc_hd__nand3_1 5, sky130_fd_sc_hd__mux2i_1 3
sky130_fd_sc_hd__inv_1 8, sky130_fd_sc_hd__o21bai_1 6, sky130_fd_sc_hd__nor2_1 19, sky130_fd_sc_hd__nand4_1 11
sky130_fd_sc_hd__a21oi_1 38, sky130_fd_sc_hd__xor2_1 12, sky130_fd_sc_hd__nand2b_1 3, sky130_fd_sc_hd__a31oi_1 5
sky130_fd_sc_hd__and3_1 5, sky130_fd_sc_hd__o21ai_0 35, sky130_fd_sc_hd__ha_1 31, sky130_fd_sc_hd__nor4_1 3
sky130_fd_sc_hd__xnor2_1 14, sky130_fd_sc_hd__nor2b_1 5, sky130_fd_sc_hd__o21ai_1 10, sky130_fd_sc_hd__o211ai_1 6
sky130_fd_sc_hd__nor3_1 8, sky130_fd_sc_hd__a21o_1 8
-- layout make-up --
cell class,instances,area [um2],area share
inverter,8,30.0,0.00930
multi-input combinational,316,2060,0.639
tap,111,139,0.0430
timing repair buffer,100,996,0.309
-- cells by family after synthesis --
family | after synthesis | share of synthesized area
multiplexers | 4 | 0.0191
adder cells (fa/ha/maj) | 32 | 0.189
AND-OR/OR-AND | 129 | 0.376
AND/OR/NAND/NOR | 125 | 0.266
buffers and inverters | 25 | 0.0452
XOR/XNOR | 26 | 0.105
-- final timing paths --
| kind | startpoint | to | slack [ns] | depth (start not counted) |
|---|---|---|---|---|
| hold / removal | PCplus1[26] | Mux0Out[26] | 7.69 | 4 |
| setup / recovery | PCplus1[0] | Mux0Out[30] | 6.82 | 11 |
-- stage by stage --
step,setup slack [ns],instance area (um2)
after floorplan,8.08,2160
after global placement,6.84,3230
after detailed placement,6.83,3230
after CTS,6.81,3230
after global routing,6.59,3230
final,6.82,3230
-- power by group through the flow --
stage / sequential [mW] / clock [mW] / combinational (mW)
finish: 0 / 0 / 0.111
global route: 0 / 0 / 0.125
CTS: 0 / 0 / 0.112
Power and IR drop assume default switching activity.
